===== ./config.mk =====
export PLATFORM = sky130hd
export DESIGN_NAME = FIFO
export DESIGN_NICKNAME = FIFO
export VERILOG_FILES = /design/flow/design.v
export SDC_FILE = /design/flow/constraint.sdc
export NUM_CORES = 4
export LEC_CHECK = 1
export CORE_UTILIZATION = 50

===== ./constraint.sdc =====
current_design FIFO

set clk_period 15.6
set clk_io_pct 0.2

create_clock -name clk0 -period $clk_period [get_ports {clk}]

set non_clock_inputs [all_inputs -no_clocks]
set_input_delay [expr $clk_period * $clk_io_pct] -clock clk0 $non_clock_inputs
set_output_delay [expr $clk_period * $clk_io_pct] -clock clk0 [all_outputs]

===== ./design.v =====
`timescale 1ns/1ps
module FIFO #(
    DataWidth = 32,
    Depth = 16
) (
    input clk,
    input reset,
    input [DataWidth-1:0] d,
    input push,
    output full,
    input pop,
    output [DataWidth-1:0] q,
    output empty
);
localparam awidth = $clog2(Depth);
reg [DataWidth-1:0] mem [0:Depth-1];
reg [awidth-1:0] head, tail;
assign full = (head == tail - 1) || (head == Depth-1 && tail == 0);
assign empty = (head == tail);
always @(posedge clk) begin
    if (reset) begin
        head <= 0;
        tail <= 0;
    end else begin
        if (push && !full) begin
            mem[head] <= d;
            if (head == Depth) head = 0;
            else head = head + 1;
        end
        if (pop && !empty) begin
            if (tail == Depth) tail = 0;
            else tail = tail + 1;
        end
    end
end
assign q = mem[tail];
endmodule

===== ./run.sh =====
#!/bin/bash
# OpenROAD 26Q1-2900-gdf79404cd8, Yosys 0.63+post, stock flow scripts
make -C /OpenROAD-flow-scripts/flow DESIGN_CONFIG=/design/flow/config.mk WORK_HOME=/design/flow/orfs finish

==> run summary <==
first-pass GRT wire length: 62500 um
Final Cell Area: 0.0232 mm2
vias in the first global route: 10286
post-route ant nets: 0
clk_skew: 0.0109 ns
port buffer count: 69
yosys cell count: 829
CP required: 12.48 ns
Mapped Area: 0.0202 mm2
die width: 203 um
main flop type: edfxtp_1
Synth Seq Share: 77.2%
R2R depth: 7
Reg2Reg Setup Slack: 12.27 ns
area leader, netlist: edfxtp_1
worst vdd ir: 0.0931 mV
Final Cycle Share: 47.2%
CTS tree: done
Worst Path Arrival: 4.25 ns
endpoints failing setup: 0
HPWL Detailed: 19900 um
# Post-CTS Setup Buffers: 0
top cells by area: edfxtp_1 76%, mux4_2 17%, dfxtp_1 1.2%
most frequent cell after synthesis: edfxtp_1
Init Core Util: 50.8%
Insertion Delay late pin: 0.57 ns
synth cell count leaders: 512 x edfxtp_1, 153 x mux4_2, 19 x clkbuf_1
Die Size: 0.0413 mm2
min Tclk post-route: 7.37 ns
Tool Warnings: 31
kind of critical path: flip-flop to primary output
Synth-to-Final Area Change: 14.7%
CTS Sinks: 524
synthesized area per cell: 24.4 um2
clock root buffer: clkbuf_16
initial antenna violation count: 0
Mapped Cells: 829
Synth warnings: 1
largest net degree at the start of global routing: 101
RSZ-0062 raised after global routing: false
drt pass-1 iters: 4
final slew viol count: 0
Lkg Pwr: 7.07 nW
Seq cells post-synth: 524
core footprint: 0.0398 mm2
Worst Hold Class: flip-flop to flip-flop
cell area power density: 149 mW/mm2
hold_buf cts: 0
num rows: 73
remaining routing DRC violations: 0
Layout fillers: 2761
DP Area: 0.0215 mm2
drt via density: 6.02
Die H: 203 um
Setup TNS Final: 0 ns
async set or reset register ratio after synthesis: 0%
crit-path max FO: 36
Clock Path Buffers: 3
number of enable flip-flop cells: 512
Reg2Reg Capture Point: mem[1][2]
Top-Level Pins: 70
iteration-0 DRC count of the detailed router: 484
Yosys Chip Area: 0.0202 mm2
FMAX: 136 MHz
Rel. slew slack: 48.7%
status: complete, no violations
max cap viols: 0
Hold WS: 0.584 ns
RR Startpoint: tail[0]
final tally of hold violations: 0
layout cells sized above 1: 27.9%
routed len/inst: 28.0 um
all-layer global routing usage: 24.1%
Resized Gates After CTS: 0
crit path to: q[2]
Reg clk slew, reported paths: 0.05 ns
GP Congestion: 0.872
GRT overflow: 0
crit path capture type: primary output
Unique cell types: 43
Critical Path Source Type: flip-flop
CTS HTree Levels: 2
clock buffer count from CTS: 52
area share, top type: 76.0%
ant diodes: 0
Routed WL: 42000 um
worst-margin pin slew: 0.769 ns
vias: 9017
## flip-flops by register name, indices dropped and copies added (netlist names), named ones only
name,flops
tail,4
mem,512
head,4
## area by class of cell
cell class                      instances  area, um2  area share (%)
Multi-Input combinational cell        258       4380            18.9
Timing Repair Buffer                   89        853            3.68
Clock inverter                         28        287            1.23
Sequential cell                       524      15600            67.3
Inverter                                6       22.5          0.0970
Tap cell                              525        657            2.83
Clock buffer                           68       1390            6.00
## through the flow
step / instances / setup slack (ns) / total power, W / util (%)
after detailed placement: 1402 / 8.68 / 0.00229 / 54.1
after floorplan: 829 / 10.53 / 0.00209 / -
after global placement: 1402 / 8.78 / 0.00227 / 54.1
after global routing: 1498 / 7.87 / 0.00361 / 58.3
final: 1498 / 8.23 / 0.00347 / 58.3
after CTS: 1498 / 8.05 / 0.00351 / 58.3
## worst min-delay path by stage
stage     startpoint        end  slack [ns]  depth (start not counted)
4_1_cts      tail[3]  flip-flop        0.58                          2
5_1_grt      tail[3]  flip-flop        0.63                          2
6_report     tail[3]  flip-flop        0.58                          2
## layout by cell type, fill, tap and decap left out, drive strengths merged, types with 4 or more instances in the layout
| cell | count |
|---|---|
| clkinv | 20 |
| xnor2 | 4 |
| xor2 | 6 |
| edfxtp | 512 |
| mux4 | 160 |
| nor2 | 8 |
| o21ai | 5 |
| and4bb | 4 |
| and2 | 4 |
| inv | 7 |
| dfxtp | 12 |
| nand3 | 11 |
| buf | 20 |
| and3 | 8 |
| nor3 | 4 |
| clkbuf | 68 |
| ha | 6 |
| bufinv | 6 |
| clkdlybuf4s50 | 69 |
## layer usage
layer  track usage (%)  vias to the layer above  wire, um
met5             0.714                        -        41
met1              30.0                     4497     12500
met2              36.6                      647     21600
li1                  -                     3806         -
met3              17.9                       65      6960
met4              3.84                        2       819
## power by group
part	switching (W)	internal [W]
logic	0.000262	0.000356
clock network	0.000489	0.000726
registers	0.0000443	0.00159
## worst max-delay path, stage by stage, from the launching register on
cell and delay [ns]:
dfxtp_4 0.73, buf_4 0.63, buf_4 0.70, mux4_2 0.60, mux4_2 0.52, clkdlybuf4s50_1 0.46
## cells by family after synthesis
| family | synth area share, % |
|---|---|
| simple gates | 1.93 |
| compound gates | 0.791 |
| buf+inv | 1.26 |
| flops | 77.2 |
| fa+ha+maj | 0.371 |
| xor+xnor | 0.507 |
| mux | 18.0 |
Power and IR drop assume default switching activity.
