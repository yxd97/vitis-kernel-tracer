**flow/config.mk**
```make
export PLATFORM = sky130hd
export DESIGN_NAME = AXIBurstWriteEngine
export DESIGN_NICKNAME = AXIBurstWriteEngine
export VERILOG_FILES = /design/flow/design.v
export SDC_FILE = /design/flow/constraint.sdc
export NUM_CORES = 4
export LEC_CHECK = 1
export CORE_AREA = 10 10 258 258
export DIE_AREA = 0 0 268 268
```
**flow/constraint.sdc**
```tcl
current_design AXIBurstWriteEngine

set clk_period 8.9
set clk_io_pct 0.2

create_clock -name clk0 -period $clk_period [get_ports {clk}]

set non_clock_inputs [all_inputs -no_clocks]
set_input_delay [expr $clk_period * $clk_io_pct] -clock clk0 $non_clock_inputs
set_output_delay [expr $clk_period * $clk_io_pct] -clock clk0 [all_outputs]
```
**flow/design.v**
```verilog
`timescale 1ns/1ps
module AXIBurstWriteEngine #(
    BufferDataWidth = 32,
    BufferAddrWidth = 10,
    AXIAddrWidth = 64,
    AXIDataWidth = 32,
    AXIIDWdith = 4,
    AXIMaxBurstLen = 64  
) (
    input clk,
    input reset,
    input start_valid,
    output start_ready,
    output done_valid,
    input done_ready,
    input [BufferAddrWidth-1:0] data_ptr,
    input [BufferAddrWidth-1:0] data_size,
    input [AXIAddrWidth-1:0] axi_offset,
    output [BufferAddrWidth-1:0] buffer_addr,
    input [BufferDataWidth-1:0] buffer_data,
    output buffer_ce,
    output buffer_we,
    output [AXIAddrWidth-1:0] araddr,
    output [AXIIDWdith-1:0] arid,
    output [7:0] arlen,
    output [2:0] arsize,
    output [1:0] arburst,
    output arvalid,
    input arready,
    input [AXIDataWidth-1:0] rdata,
    input [AXIIDWdith-1:0] rid,
    input rlast,
    input rvalid,
    output rready,
    input [1:0] rresp,
    output [AXIAddrWidth-1:0] awaddr,
    output [AXIIDWdith-1:0] awid,
    output [7:0] awlen,
    output [2:0] awsize,
    output [1:0] awburst,
    output awvalid,
    input awready,
    output [AXIDataWidth-1:0] wdata,
    output [AXIDataWidth/8-1:0] wstrb,
    output [AXIIDWdith-1:0] wid,
    output wlast,
    output wvalid,
    input wready,
    input [AXIIDWdith-1:0] bid,
    input bvalid,
    output bready,
    input [1:0] bresp
);
localparam AXI_BURST_INCR = 2'b01;
localparam AXI_BURST_SIZE = AXIDataWidth / 8;  
reg [BufferAddrWidth-1:0] data_ptr_reg;
reg [BufferAddrWidth-1:0] data_size_reg;
reg [AXIAddrWidth-1:0] axi_offset_reg;
always @(posedge clk) begin
    if (reset) begin
        data_ptr_reg <= 0;
        data_size_reg <= 0;
        axi_offset_reg <= 0;
    end else if (start_ready & start_valid) begin
        data_ptr_reg <= data_ptr;
        data_size_reg <= data_size;
        axi_offset_reg <= axi_offset;
    end
end
reg [7:0] num_batches;
reg [8:0] last_batch_size;
wire calc_num_batches;
wire calc_last_batch_size;
always @(posedge clk) begin
    if (reset) num_batches <= 0;
    else if (calc_num_batches)
        num_batches <= (data_size_reg + AXIMaxBurstLen - 1) / AXIMaxBurstLen;
end
always @(posedge clk) begin
    if (reset) last_batch_size <= 0;
    else if (calc_last_batch_size)
        last_batch_size <=
            (data_size_reg % AXIMaxBurstLen) ?
            (data_size_reg % AXIMaxBurstLen) : AXIMaxBurstLen;
end
reg [7:0] batch_counter;
reg [8:0] burst_counter;
wire clear_batch_counter;
wire clear_burst_counter;
wire incr_batch_counter;
wire incr_burst_counter;
always @(posedge clk) begin
    if (reset) begin
        batch_counter <= 0;
        burst_counter <= 0;
    end else begin
        if (clear_batch_counter) batch_counter <= 0;
        else if (incr_batch_counter) batch_counter <= batch_counter + 1;
        if (clear_burst_counter) burst_counter <= 0;
        else if (incr_burst_counter) burst_counter <= burst_counter + 1;
    end
end
reg [AXIAddrWidth-1:0] awaddr_reg;
reg [AXIIDWdith-1:0] awid_reg;  
reg [7:0] awlen_reg; 
wire init_awaddr_reg;
wire incr_awaddr_reg;
wire update_awlen_reg;
always @(posedge clk) begin
    if (reset) begin
        awaddr_reg <= 0;
        awid_reg <= 0;
        awlen_reg <= 0;
    end else begin
        if (init_awaddr_reg)
            awaddr_reg <= axi_offset_reg;
        else if (incr_awaddr_reg)
            awaddr_reg <= awaddr_reg + AXIMaxBurstLen * AXIDataWidth / 8;
        if (update_awlen_reg)
            awlen_reg <=
                (batch_counter == num_batches - 1) ?
                last_batch_size - 1 : AXIMaxBurstLen - 1;
    end
end
localparam
    IDLE   = 4'd0,
    PREP   = 4'd1,  
    PRE_AW = 4'd2,  
    AW     = 4'd3,  
    W1     = 4'd4,  
    W2     = 4'd5,  
    W3     = 4'd6,  
    B      = 4'd7,  
    DONE   = 4'd8;  
reg [3:0] state, next_state;
always @(posedge clk) begin
    if (reset) state <= IDLE;
    else state <= next_state;
end
always @(*) begin
    case (state)
        IDLE:
            next_state = start_valid ? PREP : IDLE;
        PREP:
            next_state = PRE_AW;
        PRE_AW:
            next_state = AW;
        AW:
            next_state = awready ? W1 : AW;
        W1:
            next_state = wready ? W2 : W3;
        W2:
            next_state = (wready == 0) || (burst_counter == awlen_reg) ? W3 : W2;
        W3:
            next_state = wready ?
                            (burst_counter == awlen_reg) ?
                            B : W2
                         : W3;
        B:
            next_state = bvalid ?
                            (batch_counter == num_batches - 1) ?
                            DONE : PRE_AW
                         : B;
        DONE:
            next_state = done_ready ? IDLE : DONE;
        default: 
            next_state = IDLE;
    endcase
end
assign start_ready = (state == IDLE);
assign done_valid = (state == DONE);
assign calc_last_batch_size = (state == PREP);
assign calc_num_batches = (state == PREP);
assign clear_batch_counter = (state == PREP);
assign clear_burst_counter = (state == AW);
assign incr_batch_counter = (state == B & bvalid & bready);
assign incr_burst_counter = wvalid & wready & (burst_counter < awlen_reg);
assign init_awaddr_reg = (state == PRE_AW) && batch_counter == 0;
assign incr_awaddr_reg = (state == AW & awvalid & awready);
assign update_awlen_reg = (state == PRE_AW);
assign buffer_addr = data_ptr_reg + batch_counter * AXIMaxBurstLen + (burst_counter + (state == W2 ? 1 : 0));
assign buffer_ce = (state == W1 || state == W2);
assign buffer_we = 1'b0;
assign araddr = 'dx;
assign arid = 'dx;
assign arlen = 'dx;
assign arsize = 'dx;
assign arburst = 'dx;
assign arvalid = 1'b0;
assign rready = 1'b0;
assign awaddr = awaddr_reg;
assign awid = 'd0;
assign awlen = awlen_reg;
assign awsize = AXI_BURST_SIZE;
assign awburst = AXI_BURST_INCR;
assign awvalid = (state == AW);
assign wdata = buffer_data;
assign wstrb = {AXIDataWidth/8{1'b1}};
assign wid = 'd0;
assign wvalid = (state == W2);
assign wlast = (burst_counter == awlen_reg);
assign bready = (state == B);
endmodule
```
**flow/run.sh**
```bash
#!/bin/bash
# OpenROAD 26Q1-2900-gdf79404cd8, Yosys 0.63+post, stock flow scripts
make -C /OpenROAD-flow-scripts/flow DESIGN_CONFIG=/design/flow/config.mk WORK_HOME=/design/flow/orfs finish
```
==> ci_impl_report.md <==
### Metrics collected by this job

| Metric | Value |
|---|---|
| Outcome | `finished clean` |
| Slowest cell delay on critical path | `0.50 ns` |
| DRC Markers | `0` |
| CP max stage cell | `clkdlybuf4s50_1` |
| Most crowded layer after global routing | `met2` |
| Max Cap Viol | `0` |
| Final Instance Area | `12600 um2` |
| Post-synth cell types | `53` |
| TNS Setup | `0 ns` |
| Most numerous logic cell after layout | `nand2_1` |
| Maximum vdd drop | `0.145 mV` |
| Hold Crit Depth | `2` |
| Remaining Overflow, GRT | `0` |
| Vias | `8281` |
| Via density | `3.88` |
| Register-to-Register Path Depth | `10` |
| Crit Path Max Fanout | `6` |
| Yosys stat area | `10000 um2` |
| DRT iter0 DRCs | `450` |
| Fin crit share | `0.589` |
| CTS tree | `yes` |
| Cts hold-fix bufs | `0` |
| Tool warning count | `73` |
| Antenna cell count | `0` |
| Fillers | `6577` |
| EDFF count, synth | `0` |
| Ys cells | `1232` |
| Detailed Route WL | `31.1 mm` |
| Setup CP Type | `reg2out` |
| Achievable Freq | `191 MHz` |
| Root buffer cell | `clkbuf_16` |
| GR met2 Demand/Resource | `0.128` |
| Post-layout worst setup margin | `3.66 ns` |
| Post-synth ARST share | `0` |
| Power density over the cells | `154 nW/um2` |
| Top cell by count, worst path | `ha_1` |
| Unrepaired setup endpoints after global routing | `no` |
| Number of routed nets with antenna violations | `0` |
| Period minus WS final | `5.24 ns` |
| Worst r2r src | `num_batches[0]$_SDFFE_PP0P_` |
| Number of global-route vias before repair | `8043` |
| Routability cong. | `0.853` |
| Final Hold Viols | `0` |
| Post-synth top flop | `dfxtp_1` |
| Worst r2r dst | `awlen_reg[7]$_SDFFE_PP0P_` |
| Tot GR Track Use | `0.0852` |
| Worst-path clk slew | `0.09 ns` |
| Synthesized netlist cell count | `1232` |
| Worst Hold Class | `reg2reg` |
| Floorplan Core Area | `60600 um2` |
| CTS buffer count | `17` |
| DIE AREA | `71800 um2` |
| Die height | `268 um` |
| Total Power | `1940 uW` |
| Setup Skew | `0.0139 ns` |
| Most common logic cells in the final layout | `225 x nand2_1, 194 x dfxtp_1, 178 x clkdlybuf4s50_1` |
| Largest net degree at the start of global routing | `69` |
| Clk sink count | `194` |
| Fp util | `0.165` |
| Clock H-tree levels | `4` |
| Final setup violating endpoints | `0` |
| Setup crit start kind | `register` |
| Seq/Total Area, Yosys | `0.388` |
| PortBufs | `179` |
| Warnings from Yosys | `1` |
| Hpwl dp | `23.1 mm` |
| WHS Endpoint | `awaddr_reg[1]$_SDFFE_PP0P_` |
| Post-cts resize count | `0` |
| First-pass iteration count of the detailed router | `5` |
| Crit path DAT | `3.46 ns` |
| DR WL/cell | `14.6 um` |
| Least-Margin Pin Slew | `0.906 ns` |
| CP cell instances | `ha_1 > ha_1 > fa_1 > a21o_1 > a21oi_1 > o21ai_0 > o41ai_1 > xnor2_1 > clkdlybuf4s50_1` |
| Cell Area, Synth | `10000 um2` |
| Postcts setup bufs | `0` |
| Syn avg cell area | `8.12 um2` |
| Total placed instance area | `12000 um2` |
| Synthesis-to-finish area growth | `25.8%` |
| Crit. End Element | `output pin` |
| Core Rows | `90` |
| Global-route wire length before repair | `47.4 mm` |
| Layout cells sized above 1 | `0.0473` |
| Relative slew slack | `0.394` |
| Latency at later pin | `0.49 ns` |
| Worst Path Required | `7.12 ns` |
| R2R setup slack | `5.85 ns` |
| DIE WIDTH | `268 um` |
| Hold Startpoint | `axi_offset_reg[1]$_SDFFE_PP0P_` |
| Place WS | `3.88 ns` |
| Synthesized registers | `194` |
| Met1 Usage GRT | `0.117` |
| Io pins | `392` |
| Clock buffer depth | `2` |
| Leakage | `0.00455 uW` |
| Met3 Usage GRT | `0.0351` |
| Final Max Slew Viols | `0` |
| Initial antenna violation count | `0` |
[report_power, final]
part	switching (uW)	internal (uW)
clock	416	380
sequential	35.3	905
combinational	101	107
[worst max-delay path, delay by kind of cell, from the launching register on]
family	cells	cell delay, ns
DFF	1	0.45
AOI/OAI and AO/OA	4	0.92
adders and majority gates	3	0.91
xor gates and xnor gates	1	0.19
buffers and inverters	1	0.50
[routing by layer]
layer / vias to the layer above / wire length, um
li1: 4144 / -
met1: 3887 / 14600
met2: 223 / 13400
met3: 27 / 2720
met4: 0 / 447
met5: - / 0
[metrics by stage]
stage,hold WS (ns),utilization,instances
floorplan,0.422,-,1331
global placement,0.437,0.198,2103
detailed placement,0.443,0.198,2103
CTS,0.457,0.208,2135
global route,0.480,0.208,2135
finish,0.455,0.208,2135
[cell type report]
class / instances / area, um2 / area share
Multi-Input combinational cell: 902 / 5120 / 0.407
Sequential cell: 194 / 3880 / 0.309
Timing Repair Buffer: 187 / 1850 / 0.147
Tap cell: 782 / 978 / 0.0777
Clock buffer: 17 / 425 / 0.0338
Clock inverter: 15 / 186 / 0.0148
Inverter: 38 / 143 / 0.0113
[synthesized netlist by cell type, types with 8 or more instances]
master	n	area (um2)
nand2_1	226	848
dfxtp_1	194	3880
buf_4	133	998
nor2_1	112	420
a21oi_1	105	526
clkbuf_1	56	210
a211oi_1	50	375
xnor2_1	43	377
inv_1	38	143
xor2_1	37	324
nand3_1	32	160
ha_1	28	350
nand4_1	19	119
a311oi_1	15	131
nor3_1	15	75.1
o21ai_0	12	60.1
or3_1	11	68.8
and3_1	9	56.3
mux2i_1	8	80.1
[cells by family (layout without fill, tap and decap cells)]
group,after synthesis,count (layout),share of synthesized area
DFF,194,194,0.388
xor gates and xnor gates,80,80,0.0700
AOI/OAI and AO/OA,200,200,0.125
adders and majority gates,33,33,0.0450
and+or+nand+nor,480,480,0.225
muxes,8,8,0.00801
other,2,101,0.000751
buffers and inverters,235,257,0.138
[how the worst max path moves through the flow]
stage | end | slack (ns) | cells after the start | startpoint
CTS | buffer_addr[9] | 3.54 | 9 | burst_counter[1]$_SDFFE_PP0P_
global route | buffer_addr[9] | 3.39 | 9 | burst_counter[1]$_SDFFE_PP0P_
finish | buffer_addr[9] | 3.66 | 9 | burst_counter[1]$_SDFFE_PP0P_
Power figures rest on the tool's default switching activity, not on a simulated workload.
